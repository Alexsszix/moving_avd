===== design/flow/config.mk =====
export PLATFORM = sky130hd
export DESIGN_NAME = moving_average_v2
export DESIGN_NICKNAME = moving_average_v2
export VERILOG_FILES = /design/flow/design.v
export SDC_FILE = /design/flow/constraint.sdc
export NUM_CORES = 4
export LEC_CHECK = 1
export CORE_UTILIZATION = 50

===== design/flow/constraint.sdc =====
current_design moving_average_v2

set clk_period 9.2
set clk_io_pct 0.2

create_clock -name clk0 -period $clk_period [get_ports {clk}]

set non_clock_inputs [all_inputs -no_clocks]
set_input_delay [expr $clk_period * $clk_io_pct] -clock clk0 $non_clock_inputs
set_output_delay [expr $clk_period * $clk_io_pct] -clock clk0 [all_outputs]

===== design/flow/design.v =====
`timescale 1ns / 1ps
module moving_average_v2 (
    input wire clk,           
    input wire rst_n,         
    input wire enable,        
    input wire data_refresh,  
    input wire output_refresh_mode,  
    input wire signed [15:0] din,    
    input wire [2:0] mode,    
    output reg signed [15:0] dout,   
    output reg output_pulse   
);
reg signed [19:0] sum;     
reg signed [15:0] init_din;  
reg [3:0] cnt;            
reg [15:0] history [0:15];  
reg init_flag;            
always @(posedge clk or negedge rst_n) begin
    if (!rst_n) begin
        sum <= 20'b0;
        cnt <= 4'b0;
        for (integer i=0; i<16; i=i+1) begin
            history[i] <= 16'b0;
        end
        init_flag <= 1'b0;
        dout <= 16'b0;
        output_pulse <= 1'b0;
    end else if (enable) begin
        if (data_refresh) begin
            for (integer i=15; i>0; i=i-1) begin
                history[i] <= history[i-1];
            end
            history[0] <= din;
            if (!init_flag) begin
                if (cnt == 0) begin
                    init_din <= din;
                    sum <= $signed(din) << 4;   
                end else if (cnt <= 15) begin
                    sum <= sum - $signed(init_din) + $signed(din);   
                end
                if (cnt == 15) begin
                    init_flag <= 1'b1;
                end
                cnt <= cnt + 1;
            end else begin
                sum <= sum + $signed(din) - $signed(history[15]);   
            end
        end
        output_pulse <= 1'b0;
        if (enable && data_refresh) begin
            if (output_refresh_mode) begin
                output_pulse <= 1'b1;
            end else begin
                case (mode)
                    3'b000: output_pulse <= 1'b1;
                    3'b001: output_pulse <= (cnt[0] == 1'b1);
                    3'b010: output_pulse <= (cnt[1:0] == 2'b10);
                    3'b011: output_pulse <= (cnt[1:0] == 2'b11);
                    3'b100: output_pulse <= (cnt == 4'b0111);
                    3'b101: output_pulse <= (cnt == 4'b1111);
                    default: output_pulse <= 1'b1;
                endcase
            end
        end
        if (enable) begin
            case (mode)
                3'b000: dout <= din;
                3'b001: dout <= ($signed(prev_din) + $signed(din)) >>> 1;
                3'b010: dout <= ($signed(prev_prev_din) + $signed(prev_din) + $signed({din,1'b0})) >>> 2;
                3'b011: dout <= ($signed(prev_prev_din) + $signed(prev_din) + $signed(din) + $signed(sum[19:3])) >>> 2;
                3'b100: dout <= sum[19:4];
                3'b101: dout <= sum[19:4];
                default: dout <= din;
            endcase
        end
    end
end
endmodule

===== design/flow/run.sh =====
#!/bin/bash
# OpenROAD 26Q1-2900-gdf79404cd8, Yosys 0.63+post, stock flow scripts
make -C /OpenROAD-flow-scripts/flow DESIGN_CONFIG=/design/flow/config.mk WORK_HOME=/design/flow/orfs finish

==> impl_metrics.toml <==
# synthesis and place-and-route metrics
[logic_synthesis]
synthTopCellsByCount = "nand2_1 (773), dfrtp_1 (298), inv_1 (124), clkbuf_1 (68), a21oi_1 (67)"
yosysWarnings = 6
synthArstFlopShare_pct = 94.9
top_cell = "nand2_1"
netlist_area_mm2 = 0.0156
ys_cells = 1751
edf_count = 16
largest_area_cell = "dfrtp_1"
top_cell_area_share_pct = 47.7
synth_flops = 314
ys_chip_area_mm2 = 0.0156
synth_seq_share_pct = 50.8
synth.top_cells.by_area = "dfrtp_1 (48%), nand2_1 (19%), fa_1 (4.9%)"
synth_cell_type_count = 63
netlist_instances = 1751
ff_type = "dfrtp_1"
avgSynthCellArea_um2 = 8.92

[grt]
antenna_found_initial = 0
grt_use_total_pct = 23.1
grt_max_degree = 159
grt_pass1_vias = 10887
grt_overflow = 0
grt_pass1_wl_um = 55500

[placed_design]
gp_congestion = 0.941
pre_cts_slack_ns = 3.84
port_buffers = 40
dp_hpwl_um = 21000
placed_area_mm2 = 0.0164

[routing]
detail_route.wl_per_cell_um = 15.1
routed_wl_um = 32900
num_vias = 11205
drc_errors = 0
insertedDiodeCount = 0
postRouteAntennaNets = 0
drt-pass1-iter-count = 5
first_iter_violations = 756
vias_per_cell = 5.12

[cells_and_area]
syn_to_final_growth_pct = 12.5
fin_area_mm2 = 0.0176
drive_gt1_share_pct = 6.64
regArea_mm2 = 0.00794
comb_area_mm2 = 0.00691
nFillCells = 2691

[power_and_ir_drop]
power_mw = 5.22
p_per_area_mw_per_mm2 = 297
vdd_ir_drop_max_mv = 0.179
power_leakage_nw = 9.16

[hold_path]
min_path_type = "register to register"
min_delay_path_depth = 2

[setup_path]
r2r_cells = 11
worstSetupPathType = "input pin to register"
endpoint_kind = "register"
worstSetupStartpointType = "input pin"
cp_max_fo = 6
crit_arrival_ns = 5.24
crit_required_ns = 9.59

[die]
io_pins = 41
die_area_mm2 = 0.0320
core_area_mm2 = 0.0307
std_cell_rows = 64
die_height_um = 179
fp_util_pct = 51.0
die_x_um = 179

[clocking]
clockBufferDepth = 3
cts_resized = 0
numCtsBuffers = 36
clkSlewWorstSetupHoldPaths_ns = 0.06
hold_buffers = 0
clkLatencyLatePin_ns = 0.52
h-tree-depth = 2
cts-root-buf = "clkbuf_16"
cts_tree = "built"
post_cts_buffers = 0
cts_sinks = 314

[final_timing]
setup_tns_ns = 0
min_period_ns = 4.85
setup_viol = 0
fin_ws_ns = 4.35
rsz0062_at_grt = "no"
slew-limit-headroom_pct = 50.8
worst_slew_pin_slew_ns = 0.737
hold_viol_final = 0
finalClockPeriodUsage_pct = 52.7
slew_viol_final = 0
clock.fmax_ghz = 0.206
fin_skew_ns = 0.0133

[flow_run]
warnings = 32
cap_violations = 0

[status]
status = "finished, final reports clean"
## state kept, by name, indices dropped and copies added (netlist names)
name,cells
dout,16
cnt,4
init_din,16
history,256
init_flag,1
sum,20
output_pulse,1
## placed cells by master, fill, tap and decap left out, types with 16 or more instances in the layout
cell / instances
mux2_2: 16
ha_1: 44
edfxtp_1: 16
o21ai_0: 35
inv_1: 124
clkdlybuf4s50_1: 39
nor2_1: 43
dfrtp_1: 298
a21oi_1: 67
fa_1: 38
nand2_1: 772
xnor2_1: 21
clkbuf_16: 36
## metal layers
layer / wire length [µm] / up-vias / track usage [%]
met1: 16800 / 5264 / 40.7
met2: 13200 / 241 / 30.7
met4: 791 / 0 / 4.94
li1: - / 5641 / -
met5: 0 / - / 0
met3: 2170 / 59 / 5.36
## per-stage QoR
stage	std cells	hold slack, ns	utilization [%]
floorplan	1751	0.439	-
global placement	2123	0.446	53.4
detailed placement	2123	0.449	53.4
CTS	2188	0.455	57.3
global route	2188	0.474	57.3
finish	2188	0.457	57.3
## final timing paths
path | start | slack [ns] | endpoint
max in group asynchronous | rst_n | 6.69 | history[15][8]$_DFFE_PN0P_
hold / removal | history[11][0]$_DFFE_PN0P_ | 0.46 | history[12][0]$_DFFE_PN0P_
setup reg to reg | sum[1]$_DFFE_PN0P_ | 6.02 | sum[16]$_DFFE_PN0P_
min in group asynchronous | rst_n | 1.27 | history[6][15]$_DFFE_PN0P_
setup / recovery | din[1] | 4.35 | sum[16]$_DFFE_PN0P_
hold reg to reg | history[11][0]$_DFFE_PN0P_ | 0.46 | history[12][0]$_DFFE_PN0P_
## area by class of cell
type                            instances  area share, %
Tap cell                              396           2.82
Sequential cell                       314           45.2
Timing Repair Buffer                   57           3.18
Inverter                              124           2.65
Clock inverter                         16          0.869
Multi-Input combinational cell       1232           39.3
Clock buffer                           49           5.97
## critical path, cell delays in order
cell and delay, ns:
clkdlybuf4s50_1 0.57, inv_1 0.13, fa_1 0.56, inv_1 0.08, fa_1 0.47, a21o_1 0.19
a2bb2oi_1 0.31, o21ai_1 0.22, a2111oi_0 0.45, a211oi_1 0.11, a211oi_1 0.23, a211oi_1 0.07
## cells by family (layout without fill, tap and decap cells)
| group | Yosys count | in the layout | share of synthesized area [%] |
|---|---|---|---|
| mux | 37 | 37 | 3.70 |
| fa+ha+maj | 82 | 82 | 8.39 |
| simple gates | 883 | 883 | 22.2 |
| xor+xnor | 32 | 32 | 1.79 |
| flops | 314 | 314 | 50.8 |
| buf+inv | 205 | 246 | 5.02 |
| compound gates | 198 | 198 | 8.09 |
## power breakdown
group          switching (mW)  internal (mW)  total (mW)
Clock                   0.572          0.859        1.43
Sequential              0.148           1.66        1.81
Combinational            1.14          0.835        1.98
Power is estimated from default activity; no workload was simulated.
