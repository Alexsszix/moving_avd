==> design/flow/design.v <==
`timescale 1ns / 1ps
module moving_average_v3 (
    input wire clk,           
    input wire rst_n,         
    input wire enable,        
    input wire data_refresh,  
    input wire output_refresh_mode,  
    input wire signed [15:0] din,    
    input wire [2:0] mode,    
    output reg signed [15:0] dout,   
    output reg output_pulse   
);
reg signed [19:0] sum;     
reg signed [15:0] init_din;  
reg [3:0] cnt;            
reg [15:0] prev_din;      
reg [15:0] prev_prev_din;  
reg init_flag;            
always @(posedge clk or negedge rst_n) begin
    if (!rst_n) begin
        sum <= 20'b0;
        cnt <= 4'b0;
        prev_din <= 16'b0;
        prev_prev_din <= 16'b0;
        init_flag <= 1'b0;
        dout <= 16'b0;
        output_pulse <= 1'b0;
    end else if (enable) begin
        if (data_refresh) begin
            prev_prev_din <= prev_din;
            prev_din <= din;
            if (!init_flag) begin
                if (cnt == 0) begin
                    init_din <= din;
                    sum <= $signed(din) << 4;   
                end else if (cnt <= 15) begin
                    sum <= sum - $signed(init_din) + $signed(din);   
                end
                if (cnt == 15) begin
                    init_flag <= 1'b1;
                end
                cnt <= cnt + 1;
            end else begin
                sum <= sum + $signed(din) - $signed(sum[19:4]);   
            end
        end
        output_pulse <= 1'b0;
        if (enable && data_refresh) begin
            if (output_refresh_mode) begin
                output_pulse <= 1'b1;
            end else begin
                case (mode)
                    3'b000: output_pulse <= 1'b1;
                    3'b001: output_pulse <= (cnt[0] == 1'b1);
                    3'b010: output_pulse <= (cnt[1:0] == 2'b10);
                    3'b011: output_pulse <= (cnt[1:0] == 2'b11);
                    3'b100: output_pulse <= (cnt == 4'b0111);
                    3'b101: output_pulse <= (cnt == 4'b1111);
                    default: output_pulse <= 1'b1;
                endcase
            end
        end
        if (enable) begin
            case (mode)
                3'b000: dout <= din;
                3'b001: dout <= ($signed(prev_din) + $signed(din)) >>> 1;
                3'b010: dout <= ($signed(prev_prev_din) + $signed(prev_din) + $signed(din)) >>> 2;
                3'b011: dout <= ($signed(prev_prev_din) + $signed(prev_din) + $signed(din) + $signed(sum[19:3])) >>> 2;
                3'b100: dout <= sum[19:4];
                3'b101: dout <= sum[19:4];
                default: dout <= din;
            endcase
        end
    end
end
endmodule
==> design/flow/run.sh <==
#!/bin/bash
# OpenROAD 26Q1-2900-gdf79404cd8, Yosys 0.63+post, stock flow scripts
make -C /OpenROAD-flow-scripts/flow DESIGN_CONFIG=/design/flow/config.mk WORK_HOME=/design/flow/orfs finish
==> design/flow/config.mk <==
export PLATFORM = sky130hd
export DESIGN_NAME = moving_average_v3
export DESIGN_NICKNAME = moving_average_v3
export VERILOG_FILES = /design/flow/design.v
export SDC_FILE = /design/flow/constraint.sdc
export NUM_CORES = 4
export LEC_CHECK = 1
export CORE_UTILIZATION = 50
==> design/flow/constraint.sdc <==
current_design moving_average_v3

set clk_period 7.3
set clk_io_pct 0.2

create_clock -name clk0 -period $clk_period [get_ports {clk}]

set non_clock_inputs [all_inputs -no_clocks]
set_input_delay [expr $clk_period * $clk_io_pct] -clock clk0 $non_clock_inputs
set_output_delay [expr $clk_period * $clk_io_pct] -clock clk0 [all_outputs]
==> run summary <==
Summary of implementation figures.

Critical path
The top fanout value on the critical path is 8. The critical path capture point is dout[13]. The startpoint type of the worst setup path is a primary input.

The startpoint of the worst setup timing path is din[1]. Looking at the reg2reg group, the worst path ends at dout[13]. Per the timing report, the most critical flop-to-flop path originates at sum[4].

STA classifies the critical path endpoint as a flip-flop. The report puts the cell count of the worst reg-to-reg path at 13. For reference, the most critical setup path is categorized as in -> reg.

The OpenROAD report gives the critical path a data arrival time of slightly above 6 ns. The worst register-to-register path has a setup slack of 2.92 ns. At the worst endpoint, the required time is between 7 and 8 ns.

Final layout
The proportion of layout cells with a drive suffix above 1 is 3.72%. Counting the fill cells in the layout gives 1907. Cells fill 56.6% of the core in the end. The layout overhead on the synthesized area is 9.69%.

Placed design
The setup slack at placement is around 1.2 ns. The count of input and output buffers is 40. RePlAce ended its routability-driven mode at a weighted congestion of between 0.9 and 1. Note, the detailed placer reported a final HPWL of 21600 µm.

Yosys
The number of warnings issued by yosys is 1. Yosys mapped the design onto 71 distinct sky130hd cell types. The cell count in the Yosys report is about 1200. Synthesis produced roughly 1200 cells. Of the synthesized area, sequential elements account for 23.0%. Per the synth stats, the proportion of register bits with asynchronous set or reset is 82.2%. The total standard cell area after synthesis is 10100 µm². The mean post-synth cell area is roughly 8.6 µm². For this run, the chip area from Yosys synthesis comes to 10100 µm².

The post-synth tally of flip-flops with integrated enable is 16. The flip-flop cell with the highest count after synthesis is dfrtp_1. In this run, synthesis produced a sequential element count of 90.

Min path
The kind of path behind the tightest hold check is reg -> reg. Looking at hold timing, the worst path starts from sum[1]. Along the worst hold path, the cell count comes to 2.

Route
The wire length after detailed routing is 27900 µm. The detailed-routing iteration count for the pre-antenna-repair pass is 5. After detailed routing, the average wire length per cell comes to 18.9 µm. The number of DRC markers after the initial detailed-route iteration is 561. The detail route stage leaves a number of antenna-violating nets equal to 0. The final antenna diode count is 0. The detail-routed via count per cell is between 5 and 6. The number of remaining DRC errors is 0. The via total after detailed routing is ~8200.

Clocking
Buffers added to address setup during post-CTS repair amount to 0. The clock buffer count from CTS is 9. The tree is rooted in a clkbuf_16.

The number of gates resized after cts is 0. The clock tree from TritonCTS is yes. The timing report gives the clock slew at the launch and capture registers of the worst setup and hold paths as approximately 0.07 ns. The maximum buffer depth of the clock tree is 2. The H-tree depth is 3.

The number of hold buffers added after CTS was 0. The number of clock sinks seen by CTS is approximately 90. The later pin in the worst-skew pair is clocked with a latency of 0.35 ns.

Floorplan
The total I/O pin count is 41. According to the floorplan report, the placeable core area is 19700 µm². The die width is 144 µm. The floorplan has 51 rows.

The share of the core area taken by cells at floorplan is 51.6%. The die covers 20800 µm². The overall die height is 144 µm.

GRT
Global routing consumed, over all layers together, 29.6% of the routing resources. After global routing the overflow that remains totals 0. The via count of the first global-routing pass came to 7784. The first-pass GRT wire length is between 40000 and 50000 µm. Entering global routing, the biggest net connects 69 pins. The number of antenna violations at the first check in global routing is 0.

Power
The worst VDD IR drop from the latest analysis is 0.333 mV. In this run the power density over the cells is 494 nW/µm². Summed over all cells, the static leakage comes to 0.00517 µW.

Timing
Setup repair after global routing left no endpoint under its margin. The final timing report lists a max-slew violation count of 0. The transition time recorded at the tightest slew-check pin is roughly 0.76 ns. The headroom to the max-slew limit is 48.9%.

The final hold violation count recorded for this run is 0. Static timing analysis puts the maximum clock frequency at 171 MHz. The worst-case setup margin in the final layout is 1.45 ns. After layout, the setup clock skew is reported as a little over 0.006 ns.

Post-route period utilization is reported as 80.1%. Counting I/O delays and the setup requirement, the final critical path takes just under 6 ns. The number of setup violations in the final report is 0. The final total negative setup slack is 0 ns.

Run
The tool warning count is 28. The max-cap violation count is 0.

Status
The flow ran to the end, and the final reports show no timing, DRC or antenna violations.
## final cells by class
cell class	instances	area [µm²]	area share (%)
clock buffer	10	239	2.15
tap	265	332	2.98
multi-input combinational	853	6940	62.4
inverter	198	743	6.68
sequential	90	2330	21.0
clock inverter	6	32.5	0.293
timing repair buffer	54	503	4.52
## worst max-delay path, stage by stage
cell and delay, ns:
clkdlybuf4s50_1 0.71, inv_1 0.21, fa_1 0.57, inv_1 0.05, fa_1 0.43, and3b_1 0.21
fa_1 0.42, a211o_1 0.34, a2111oi_2 0.50, o31ai_1 0.24, a31oi_1 0.30, nor2b_1 0.11
a211o_1 0.26, o31a_1 0.27
## worst min-delay path by stage
stage / end
global route: dout[1]
CTS: sum[1]
finish: sum[1]
## metrics by stage
stage	total power, µW	hold WS [ns]	cell area [µm²]	instances
final	5500	0.488	11100	1476
after floorplan	4080	0.428	10100	1174
after global routing	6090	0.537	11100	1476
after detailed placement	5030	0.479	10800	1460
after CTS	5520	0.496	11100	1476
after global placement	5030	0.464	10800	1460
## Yosys cell counts, drive strengths merged (3+ instances only)
master     n  share of area, %
a21oi     76               3.9
nor2      63               2.3
or3        8              0.49
o221ai     3              0.26
a221oi    16               1.4
o211ai    16               1.2
ha        86                11
a31oi     14               1.0
nor3      22               1.1
a311oi     3              0.32
nor2b      9              0.56
nand2     92               3.4
dfrtp     74                18
o21a      13              0.96
o21ai    100               4.9
and3       9              0.56
nand3     26               1.3
clkbuf    31               1.2
and2       6              0.38
mux2i      4              0.39
a22oi      8              0.59
nand2b     7              0.43
inv      198               7.3
nand4      6              0.37
nor3b      3              0.22
a211oi    19               1.4
a211o      3              0.26
a21o      28               2.1
or2        3              0.19
edfxtp    16               4.7
o21bai     4              0.30
xnor2     45               3.9
xor2      32               2.8
nand3b     3              0.22
a2111oi    5              0.57
fa        86                17
o22ai      5              0.31
o2111ai    3              0.26
## cells in the final DEF (no fill, tap or decap), types with 7 or more instances in the layout
master             n
dfrtp_1           74
nand2_1           92
buf_4             15
a21oi_1           74
o21ai_0           99
clkbuf_16          9
a221oi_1          16
nand2b_1           7
a21o_1            28
a22oi_1            8
a31oi_1           13
or3_1              8
clkdlybuf4s50_1   39
nor3_1            22
nand3_1           25
o21a_1            13
nor2_1            63
ha_1              86
inv_1            198
o211ai_1          16
and3_1             9
nor2b_1            9
xnor2_1           45
fa_1              86
a211oi_1          19
edfxtp_1          16
xor2_1            32
## sequential cells by signal, indices dropped and copies added, names as in the netlist
signal and cells:
sum 20, dout 16, init_din 16, prev_din 16, prev_prev_din 16, cnt 4, init_flag 1, output_pulse 1
## cells by family (layout without fill, tap and decap cells)
kind of cell / count (synthesis) / in the layout / synth area share (%)
compound gates: 338 / 338 / 21.8
simple gates: 261 / 261 / 11.9
buf+inv: 231 / 268 / 8.57
fa+ha+maj: 172 / 172 / 27.6
flops: 90 / 90 / 23.0
xor+xnor: 77 / 77 / 6.65
mux: 5 / 5 / 0.506
## power breakdown
part | internal (µW) | switching, µW | leakage, µW
Combinational | 1900 | 2410 | 0.00401
Clock | 237 | 211 | 0.000129
Sequential | 628 | 115 | 0.00103
## per-layer routing
layer	share of wire, %	GRT usage (%)
met2	48	48.5
met4	1.3	3.71
met5	0	0
met3	4.9	5.06
met1	46	43.9
No activity file was given, so power comes from the tool's default toggle rates.
