==> /design/flow/design.v <==
`timescale 1ns / 1ps
module moving_average_v4 (
    input wire clk,           
    input wire rst_n,         
    input wire enable,        
    input wire data_refresh,  
    input wire output_refresh_mode,  
    input wire signed [15:0] din,    
    input wire [2:0] mode,    
    output reg signed [15:0] dout,   
    output reg output_pulse   
);
reg signed [23:0] sum;     
reg signed [15:0] init_din;  
reg [3:0] cnt;            
reg [15:0] prev_din;      
reg [15:0] prev_prev_din;  
reg init_flag;            
always @(posedge clk or negedge rst_n) begin
    if (!rst_n) begin
        sum <= 24'b0;
        cnt <= 4'b0;
        prev_din <= 16'b0;
        prev_prev_din <= 16'b0;
        init_flag <= 1'b0;
        dout <= 16'b0;
        output_pulse <= 1'b0;
    end else if (enable) begin
        if (data_refresh) begin
            prev_prev_din <= prev_din;
            prev_din <= din;
            if (!init_flag) begin
                if (cnt == 0) begin
                    init_din <= din;
                    sum <= $signed(din) << 8;   
                end else if (cnt <= 15) begin
                    sum <= sum - $signed(init_din) + $signed(din);   
                end
                if (cnt == 15) begin
                    init_flag <= 1'b1;
                end
                cnt <= cnt + 1;
            end else begin
                sum <= sum + ($signed(din) << 4) - ($signed(sum[23:4]) << 4);   
            end
        end
        output_pulse <= 1'b0;
        if (enable && data_refresh) begin
            if (output_refresh_mode) begin
                output_pulse <= 1'b1;
            end else begin
                case (mode)
                    3'b000: output_pulse <= 1'b1;
                    3'b001: output_pulse <= (cnt[0] == 1'b1);
                    3'b010: output_pulse <= (cnt[1:0] == 2'b10);
                    3'b011: output_pulse <= (cnt[1:0] == 2'b11);
                    3'b100: output_pulse <= (cnt == 4'b0111);
                    3'b101: output_pulse <= (cnt == 4'b1111);
                    default: output_pulse <= 1'b1;
                endcase
            end
        end
        if (enable) begin
            case (mode)
                3'b000: dout <= din;
                3'b001: dout <= ($signed(prev_din) + $signed(din)) >>> 1;
                3'b010: dout <= (($signed(prev_prev_din) >>> 2) +   
                               ($signed(prev_din) >>> 2) +        
                               ($signed(din) >>> 1));             
                3'b011: dout <= ($signed(prev_prev_din) + $signed(prev_din) + 
                               $signed(din) + $signed(sum[23:4])) >>> 2;
                3'b100: dout <= sum[23:8];    
                3'b101: dout <= sum[23:8];    
                default: dout <= din;
            endcase
        end
    end
end
endmodule
==> /design/flow/run.sh <==
#!/bin/bash
# OpenROAD 26Q1-2900-gdf79404cd8, Yosys 0.63+post, stock flow scripts
make -C /OpenROAD-flow-scripts/flow DESIGN_CONFIG=/design/flow/config.mk WORK_HOME=/design/flow/orfs finish
==> /design/flow/config.mk <==
export PLATFORM = sky130hd
export DESIGN_NAME = moving_average_v4
export DESIGN_NICKNAME = moving_average_v4
export VERILOG_FILES = /design/flow/design.v
export SDC_FILE = /design/flow/constraint.sdc
export NUM_CORES = 4
export LEC_CHECK = 1
export CORE_UTILIZATION = 50
==> /design/flow/constraint.sdc <==
current_design moving_average_v4

set clk_period 8.1
set clk_io_pct 0.2

create_clock -name clk0 -period $clk_period [get_ports {clk}]

set non_clock_inputs [all_inputs -no_clocks]
set_input_delay [expr $clk_period * $clk_io_pct] -clock clk0 $non_clock_inputs
set_output_delay [expr $clk_period * $clk_io_pct] -clock clk0 [all_outputs]
==> flow_summary.ini <==
; flow metrics
[route]
post_drt_wl_per_cell_um = 19.97
drt_first_pass_iters = 5
wirelength_um = 31570
diodes = 0
drc = 0
vias = 9112
ant_nets = 0
initialDrtViolationCount = 576
routed_via_density = 5.763

[timing]
slew_violations = 0
tightestPinTransition_ns = 0.7954
max_freq_mhz = 173.0
rsz0062_at_grt = no
finClkSkew_ns = 0.01028
hold_slack_ns = 0.4854
fin_tns_setup_ns = 0
period_minus_slack_ns = 5.779
period_used_pct = 71.35
setup_viol = 0
hold_violations = 0
max_slew_margin_pct = 46.97

[clocking]
clock_latency_ns = 0.36
cts_setup_buffers = 0
clockBufferDepth = 2
ctsRootBufferMaster = clkbuf_16
numCtsBuffers = 9
hold_buffers = 0
htreeDepth = 3
clock-sinks = 94
cts_tree = yes
clkTransAtPathRegs_ns = 0.08
cts_resized = 0

[critical_path]
reg2reg_from = sum[5]
crit_start = din[1]
crit_type = in -> reg
crit_fanout = 9
critPathRequiredTime_ns = 8.39
end_kind = flip-flop
cp-start-kind = input port
cp.arrival_ns = 6.07

[synth]
synth-edff-count = 16
ys_cells = 1264
synthTopCellsByCount = inv_1, ha_1, o21ai_0
ff_type = dfrtp_1
synth_flop_count = 94
yosysTopAreaCellShare_pct = 17.56
synth_area_um2 = 11120
top_cell = inv_1
yosys_area_um2 = 11120
ys_seq_share_pct = 21.88
postSynthCellCount = 1264
syn_area_per_cell_um2 = 8.795
ys_types = 70
topCellsByArea = dfrtp_1, ha_1, fa_1, inv_1, xnor2_1
synth_area_leader_cell = dfrtp_1
ys_warn_count = 1
synth_async_sr_flop_share_pct = 82.98

[cells_and_area]
syn_to_final_growth_pct = 9.544
drive_above_1_share_pct = 5.073
fillers = 2041
fin_cells = 1581

[place]
post-dp-hpwl_um = 24890
gp_congestion = 0.9721
io_buffer_count = 40
place_inst = 1565

[die]
die_h_um = 151.1
die-width_um = 151.1
initial_utilization_pct = 50.94
rows = 54
coreArea_um2 = 21820
die-area_um2 = 22830
ioPinCount = 41

[global_routing]
antenna_found_initial = 0
track_usage_pct = 30.21
grt_pass1_vias = 8488
grt_overflow = 0
grt_pass1_wl_um = 48840
grt_max_degree = 76

[power_and_ir_drop]
power_density_nw_per_um2 = 454.9
power_leakage_uw = 0.005669
ir_drop_mv = 0.2088

[job]
drv_cap = 0
warning_count = 48

[worst_hold_path]
hp-class = reg -> reg
hp-start = dout[1]

[run_status]
status = completed
-- worst max-delay path: stages --
cell and delay, ns:
clkdlybuf4s50_1 0.75, inv_1 0.20, fa_1 0.59, fa_1 0.44
nor3b_1 0.30, fa_1 0.29, a211oi_1 0.11, o21ai_0 0.47
a311oi_1 0.25, or3_1 0.46, nor2_1 0.14, mux2i_1 0.20
o221ai_1 0.13, nand3_1 0.12
-- area by class of cell --
type	instances	area (um^2)	share of cell area (%)
well taps	280	350.3	2.877
clock buffers	9	225.2	1.849
inverters	171	641.9	5.271
clock inverters	7	90.09	0.7398
repair buffers	58	533.0	4.377
multi-input cells	962	7905	64.91
flip-flops and latches	94	2432	19.97
-- worst paths after layout --
path                                  to  slack [ns]  cells past startpoint
worst min-delay path             dout[1]        0.49                      1
max in group asynchronous        sum[19]        5.81                      2
worst max register to register  dout[15]        3.99                     13
worst min register to register   dout[1]        0.49                      1
min in group asynchronous        dout[0]        1.27                      1
worst max-delay path            dout[15]        2.32                     14
-- cell usage in the layout (no fill, tap or decap), drive strengths merged, types with 13 or more instances in the layout --
cell type | synthesis | routed
inv | 171 | 174
ha | 131 | 131
o21ai | 97 | 97
nand2 | 92 | 92
dfrtp | 78 | 78
a21oi | 77 | 77
fa | 74 | 74
xnor2 | 59 | 59
nor2 | 53 | 53
xor2 | 40 | 40
clkdlybuf4s50 | 0 | 39
a21o | 35 | 35
or2 | 23 | 23
buf | 1 | 19
a211oi | 19 | 19
nand3 | 17 | 17
nor3 | 17 | 17
edfxtp | 16 | 16
a31oi | 16 | 16
a221oi | 15 | 15
or3 | 14 | 14
o211ai | 13 | 13
-- power by group --
part	total (uW)	switching, uW	leakage [uW]	internal, uW
combinational	4300	2410	0.00443	1890
sequential	771	166	0.00108	605
clock	473	226	0.000154	248
total	5540	2800	0.00567	2740
-- state kept, by name, summed over array words and instances, names as in the netlist --
register and cells:
prev_din 16, init_din 16, sum 24, output_pulse 1
prev_prev_din 16, cnt 4, dout 16, init_flag 1
-- metrics by stage --
stage                     setup WS (ns)  area (um^2)  util, %  power [uW]
after floorplan                   3.402        11120        -        4065
after global placement            2.071        11860    54.36        5031
after detailed placement          2.008        11860    54.36        5034
after CTS                         2.342        12180    55.80        5547
after global routing              2.058        12180    55.80        6097
final                             2.321        12180    55.80        5540
-- cell families after synthesis --
logic type	share of synthesized area (%)
AND-OR/OR-AND	21.97
AND/OR/NAND/NOR	12.72
buffers and inverters	7.023
adder cells (fa/ha/maj)	28.07
XOR/XNOR	7.800
flip-flops	21.88
multiplexers	0.5403
-- metal layers --
layer / wire length [um] / vias to the layer above / share of wire (%) / track usage, %
li1: - / 4512 / - / -
met1: 14070 / 4314 / 45 / 44.79
met2: 15100 / 242 / 48 / 48.69
met3: 1679 / 44 / 5.3 / 4.485
met4: 714 / 0 / 2.3 / 6.050
met5: 0 / - / 0 / 0
Power is estimated from default activity; no workload was simulated.
